[design/flow/run.sh]
#!/bin/bash
# OpenROAD 26Q1-2900-gdf79404cd8, Yosys 0.63+post, stock flow scripts
make -C /OpenROAD-flow-scripts/flow DESIGN_CONFIG=/design/flow/config.mk WORK_HOME=/design/flow/orfs finish
[design/flow/config.mk]
export PLATFORM = sky130hd
export DESIGN_NAME = microprocessor
export DESIGN_NICKNAME = microprocessor
export VERILOG_FILES = /design/flow/design.v
export SDC_FILE = /design/flow/constraint.sdc
export NUM_CORES = 4
export LEC_CHECK = 1
export CORE_UTILIZATION = 40
[design/flow/constraint.sdc]
current_design microprocessor

set clk_period 8.4
set clk_io_pct 0.2

create_clock -name clk0 -period $clk_period [get_ports {clkin}]

set non_clock_inputs [all_inputs -no_clocks]
set_input_delay [expr $clk_period * $clk_io_pct] -clock clk0 $non_clock_inputs
set_output_delay [expr $clk_period * $clk_io_pct] -clock clk0 [all_outputs]
[design/flow/design.v]
`timescale 1ns / 1ps
module alu(
    input [7:0] a,
    input [7:0] b,
    output [7:0] c
    );
	assign c = a+b;
endmodule
`timescale 1ns / 1ps
module bcd_decoder(
    input [3:0] bcd,
    output [6:0] out
    );
	assign out = bcd == 4'd0 ? 7'b0111111 :
					 bcd == 4'd1 ? 7'b0000110 :
					 bcd == 4'd2 ? 7'b1011011 :
					 bcd == 4'd3 ? 7'b1001111 :
					 bcd == 4'd4 ? 7'b1100110 :
					 bcd == 4'd5 ? 7'b1101101 :
					 bcd == 4'd6 ? 7'b1111101 :
					 bcd == 4'd7 ? 7'b0000111 :
					 bcd == 4'd8 ? 7'b1111111 :
					 bcd == 4'd9 ? 7'b1101111 :
					 bcd == 4'd10 ? 7'b1110111 :
					 bcd == 4'd11 ? 7'b1111100 :
					 bcd == 4'd12 ? 7'b0111001 :
					 bcd == 4'd13 ? 7'b1011110 :
					 bcd == 4'd14 ? 7'b1111001 :
					 7'b1110001;
endmodule
`timescale 1ns / 1ps
module clock_divider(
    input clkin,
    input reset,
    output reg clkout
    );
	reg [31:0] cnt;
	initial begin
		clkout <= 1'b0;
		cnt <= 0;
	end
	always @ (posedge clkin or posedge reset) begin
		if(reset) begin
			cnt <= 32'd0;
			clkout <= 1'b0;
		end
		else if(cnt >= 32'd25000000) begin
			cnt <= 32'b0;
			clkout <= ~clkout;
		end else begin
			cnt <= cnt+1;
		end
	end
endmodule
`timescale 1ns / 1ps
module control(
    input [1:0] op,
    output reg_dst,
	 output reg_write,
	 output alu_src,
	 output branch,
	 output mem_read,
	 output mem_write,
	 output mem_to_reg,
	 output alu_op
    );
	wire [7:0] control_signal;
	assign {reg_dst, reg_write, alu_src, branch, mem_read, mem_write, mem_to_reg, alu_op} = control_signal;
	assign control_signal = op == 2'b00 ? 8'b11000001:
									op == 2'b01 ? 8'b01101010:
									op == 2'b10 ? 8'b00100100:
									8'b00010000;
endmodule
`timescale 1ns / 1ps
module data_memory(
    input clk,
    input reset,
    input [7:0] address,
    input [7:0] write_data,
    input mem_write,
    output [7:0] read_data
    );
	reg[7:0] mems[31:0];
	assign read_data = mems[address[4:0]];
	integer i;
	initial begin
		for (i=0; i< 16; i = i+1) begin
			mems[i] <= i;
		end
		for (i=0; i< 16; i = i+1) begin
			mems[i+16] <= -i;
		end
	end
	always @ (posedge reset or posedge clk) begin
		if(reset) begin
			for (i=0; i< 16; i = i+1) begin
				mems[i] <= i;
			end
			for (i=0; i< 16; i = i+1) begin
				mems[i+16] <= -i;
			end
		end else begin
			if (mem_write)begin
				mems[address[4:0]] <= write_data;
			end
		end
	end
endmodule
`timescale 1ns / 1ps
module microprocessor(
    input [7:0] instruction,
    input clkin,
    input reset,
    output reg [7:0] pc,
	 output [6:0] display_ten,
	 output [6:0] display_one,
	 output [5:0] display_worm,
	 output [6:0] display_op,
	 output [6:0] display_rs,
	 output [6:0] display_rt,
	 output [6:0] display_rd
    );
	 wire clk;
	 wire [1:0] op, rs, rt, rd;
	 wire [7:0] imm_extended;
	 wire reg_dst, reg_write, alu_src, branch, mem_read, mem_write, mem_to_reg, alu_op;
	 wire [7:0] control_signal;
	 wire [7:0] reg_data_one, reg_data_two;
	 wire [7:0] alu_operand = alu_src? imm_extended: reg_data_two;
	 wire [7:0] alu_out;
	 wire [7:0] read_data;
	 wire [1:0] write_reg = reg_dst? rd: rt;
	 wire [7:0] write_mem = mem_to_reg? read_data: alu_out;
	 reg [7:0] display;
	 wire [3:0] rd_or_imm;
	 assign {op, rs, rt, rd} = instruction;
	 control ct(
			 .op(op),
			 .reg_dst(reg_dst),
			 .reg_write(reg_write),
			 .alu_src(alu_src),
			 .branch(branch),
			 .mem_read(mem_read),
			 .mem_write(mem_write),
			 .mem_to_reg(mem_to_reg),
			 .alu_op(alu_op)
	 );
	 registers rg(
			.read_register_one(rs),
			.read_register_two(rt),
			.write_register(write_reg),
			.write_data(write_mem),
			.reg_write(reg_write),
			.read_data_one(reg_data_one),
			.read_data_two(reg_data_two),
			.clk(clk),
			.reset(reset)
	 );
	 data_memory dm(
			.clk(clk),
			.reset(reset),
			.address(alu_out),
			.write_data(reg_data_two),
			.mem_write(mem_write),
			.read_data(read_data)
    );
	 alu alu(
			.a(reg_data_one),
			.b(alu_operand),
			.c(alu_out)
    );
	 sign_extender se(
			.in(instruction[1:0]),
			.out(imm_extended)
	 );
	 clock_divider cd(
			.clkin(clkin),
			.reset(reset),
			.clkout(clk)
	 );
	initial begin
		pc <= 0;
	end
	always @ (posedge clk or posedge reset) begin
		if(reset) begin
				pc <= 0;
		end else begin
			if(branch) begin
				pc <= pc + 1 + imm_extended;
			end else begin
					pc <= pc + 1;
			end
		end
	end
	bcd_decoder bcd_ten(
			.bcd(display[7:4]),
			.out(display_ten)
    );
	 bcd_decoder bcd_one(
			.bcd(display[3:0]),
			.out(display_one)
    );
	always @ (posedge clk or posedge reset) begin
		if(reset) begin
			display <= 0;
		end else begin
			display <= write_mem;
		end
	end
	worm_decoder wd(
		.clkin(clk),
		.reset(reset),
		.branch(branch),
		.imm_extended(imm_extended),
		.display_worm(display_worm)
	);
	op_decoder op0(
		.op(op),
		.display_op(display_op)
	);
	bcd_decoder rs0(
		.bcd(rs),
		.out(display_rs)
	);
	bcd_decoder rt0(
		.bcd(rt),
		.out(display_rt)
	);
	assign rd_or_imm = branch ? imm_extended[3:0] : rd;
	bcd_decoder rd0(
		.bcd(rd_or_imm),
		.out(display_rd)
	);
endmodule
`timescale 1ns / 1ps
module op_decoder(
    input [1:0] op,
    output [6:0] display_op
    );
	assign display_op =  (op == 2'b00) ? 7'b1110111:
								(op == 2'b01) ? 7'b0111000:
								(op == 2'b10) ? 7'b1101101:
								7'b0001110;
endmodule
`timescale 1ns / 1ps
module registers(
    input [1:0] read_register_one,
    input [1:0] read_register_two,
    input [1:0] write_register,
    input [7:0] write_data,
	 input reg_write,
    output [7:0] read_data_one,
    output [7:0] read_data_two,
    input clk,
    input reset
    );
	 reg [7:0] regs[3:0];
	 integer i;
	 initial begin
		for(i = 0; i < 4; i = i + 1) begin
			regs[i] <= 0;
		end
	 end
	 assign read_data_one = regs[read_register_one];
	 assign read_data_two = regs[read_register_two];
	 always@(posedge clk or posedge reset) begin
		if(reset)	begin
			for(i = 0; i < 4; i = i + 1) begin
				regs[i] <= 0;
			end
		end else	begin
			if(reg_write)	begin
				regs[write_register] <= write_data;
			end
		end
	end
endmodule
`timescale 1ns / 1ps
module sign_extender(
    input [1:0] in,
    output [7:0] out
    );
	assign out = (in[1] ? {6'b111111, in[1:0]} : {6'b000000, in[1:0]});
endmodule
`timescale 1ns / 1ps
module worm_decoder(
	input clkin,
	input reset,
	input branch,
	input [7:0] imm_extended,
   output [5:0] display_worm
    );
	reg [2:0] cnt;
	initial begin
		cnt <= 0;
	end
	always @ (posedge clkin or posedge reset) begin
		if(reset) begin
			cnt <= 3'd0;
		end
		else if(cnt >= 3'd5) begin
			cnt <= 3'd0;
		end else begin
			if(branch) begin 
				cnt <= cnt + 1 + imm_extended[2:0];
			end else begin
				cnt <= cnt+1;
			end
		end
	end
	assign display_worm = (cnt == 3'd0) ? 6'b100000:
								 (cnt == 3'd1) ? 6'b010000:
								 (cnt == 3'd2) ? 6'b001000:
								 (cnt == 3'd3) ? 6'b000100:
								 (cnt == 3'd4) ? 6'b000010:
								 6'b000001;
endmodule
==> impl_metrics.toml <==
# yosys + openroad results
[status]
status = "complete, no violations"

[layout]
area_growth_pct = 8.54
final_cells = 2173
finish.utilization_pct = 44.2
drive_gt1_share_pct = 31.8

[logic_synthesis]
yosysChipArea_um2 = 17600
xor_share_pct = 2.36
edf_count = 0
ys_cells = 1567
adder_share_pct = 2.40
ys_sh_simple_pct = 10.2
yosys_warnings = 9
ys_types = 80
syn_inst = 1567
syn_avg_cell_area_um2 = 11.2
mux_area_share_pct = 22.2
yosys.area_share.aoi_pct = 10.4
netlist_area_um2 = 17600
topCombFamilyByArea = "multiplexers"
synthArstFlopShare_pct = 100
synth_flops = 340
synth_top_flop_cell = "dfrtp_1"
ys_seq_share_pct = 49.1

[worst_setup_path]
path_common_cell = "clkdlybuf4s50_1"
required_ns = 6.72
worstReg2RegStart = "cd.cnt[2]"
startpoint = "instruction[6]"
arrival_ns = 3.60
crit_path_end_kind = "output port"
critical_path_buf_inv_count = 3
critPathTopFamily = "buffers and inverters"
critPathMaxStageDelay_ns = 0.62
path_max_fanout = 16
startpoint_type = "primary input"
r2r-end = "cd.cnt[19]"
crit_end = "display_op[6]"
crit_type = "primary input to output port"
cp_cell_sequence = "clkdlybuf4s50_1, inv_1, ha_1, or2_2, clkdlybuf4s50_1"
cp.depth = 5
ff2ff_setup_slack_ns = 6.39
worstRegToRegCells = 8
worst_path_max_delay_cell = "ha_1"

[placement]
port_buffers = 63
finalWeightedCongestion = 0.952
post-dp-hpwl_um = 32100
dp.cells = 2165

[power_and_ir_drop]
ir_drop_mv = 0.108
finalPower_uw = 2630
p_leak_uw = 0.00792
powerDensity_nw_per_um2 = 138

[floorplanning]
die-area_um2 = 44900
row_count = 76
die_h_um = 212
num_io_pins = 66
coreArea_um2 = 43300
chipWidth_um = 212
initCoreUtil_pct = 40.7

[sta]
final-hold-violation-count = 0
finalClockSkew_ns = 0.00541
maxSlewHeadroom_pct = 33.3
untimed_endpoints = 335
fin_crit_ns = 5.28
final.setup.tns_ns = 0
tightest_slew_ns = 1.00
slew_violations = 0
fmax_ghz = 0.190
finalSetupViolCount = 0
finalCritPeriodShare_pct = 62.8
timing.hold.ws_ns = 0.517
rsz0062_at_grt = "false"
unclocked_pins = 307

[cts]
clock_path_buffers = 2
insertion_delay_ns = 0.27
clk_pin_slew_worst_paths_ns = 0.05
postCtsSetupBuffers = 0
tritoncts = "built"
numCtsBuffers = 5
clockRootBuffer = "clkbuf_16"
htree_levels = 2
holdBufCountCts = 0
ctsResizeCount = 0

[route]
routed_wl_um = 48500
detail-route-antenna-nets = 0
num_vias = 12400
wl_per_cell_um = 22.3
routed_via_density = 5.71
antennaDiodeCount = 0
drtIter0Drc = 849
drt_first_pass_iters = 5
drc = 0

[grt]
grt_pass1_vias = 12400
grt_pass1_wl_um = 76000
antenna_found_initial = 0
grt_usage_pct = 23.3
grt_start_max_net_pins = 207
grt_overflow = 0

[job]
warning_count = 37
maxCapViolCount = 0

[worst_hold_path]
hp-class = "register to register"
metal layers:
layer | GRT usage, % | vias to the layer above | share of wire (%)
li1 | - | 5619 | -
met5 | 0 | - | 0
met1 | 34.6 | 6259 | 43
met3 | 5.98 | 79 | 7.8
met4 | 5.85 | 0 | 2.8
met2 | 35.4 | 458 | 46
placed cells by master (no fill, tap or decap), drive strengths merged, types with 16 or more instances in the layout:
cell / instances
dfrtp: 216
nor3: 19
mux2i: 36
nand3: 52
xor2: 22
a21oi: 72
xnor2: 23
mux2: 283
o21ai: 58
mux4: 16
dfstp: 124
buf: 48
ha: 29
a221oi: 16
inv: 30
nor2: 124
clkdlybuf4s50: 63
nand2: 149
flip-flops by register name (all words and copies together), names as in the netlist:
signal     count
pc             8
cd.cnt        32
dm.mems      256
rg.regs       32
wd.cnt         3
display        8
cd.clkout      1
cells in the mapped netlist (4+ instances only):
| master | count | area share [%] |
|---|---|---|
| nand4_1 | 10 | 0.35 |
| dfstp_2 | 124 | 18 |
| inv_1 | 31 | 0.66 |
| nor2_1 | 115 | 2.4 |
| a22oi_1 | 10 | 0.43 |
| mux2_2 | 283 | 18 |
| o31ai_1 | 8 | 0.34 |
| clkbuf_1 | 68 | 1.4 |
| o22ai_1 | 9 | 0.32 |
| and2_1 | 5 | 0.18 |
| a311oi_1 | 6 | 0.30 |
| nor3b_1 | 4 | 0.17 |
| xnor2_1 | 22 | 1.1 |
| a31oi_1 | 10 | 0.35 |
| buf_4 | 10 | 0.43 |
| a211oi_1 | 10 | 0.43 |
| nand2b_1 | 12 | 0.43 |
| a22o_1 | 8 | 0.40 |
| mux2i_1 | 36 | 2.0 |
| nand2_1 | 149 | 3.2 |
| and3_1 | 8 | 0.28 |
| ha_1 | 29 | 2.1 |
| a221oi_1 | 16 | 0.79 |
| buf_1 | 5 | 0.11 |
| nand3_1 | 52 | 1.5 |
| or3_1 | 4 | 0.14 |
| buf_2 | 22 | 0.62 |
| a32oi_1 | 5 | 0.25 |
| o21ai_0 | 57 | 1.6 |
| mux4_2 | 16 | 2.0 |
| dfrtp_1 | 216 | 31 |
| o21a_1 | 8 | 0.34 |
| xor2_1 | 20 | 0.99 |
| nor3_1 | 18 | 0.51 |
| nor2b_1 | 6 | 0.21 |
| nor2_2 | 9 | 0.32 |
| a21oi_1 | 71 | 2.0 |
| o211ai_1 | 7 | 0.30 |
report_power, final:
group	total [uW]	internal, uW	switching, uW
registers	839	732	106
logic	1620	526	1090
clock network	176	118	57.8
total	2630	1380	1260
cell type report:
cell class | instances | area [um^2]
Tap cell | 585 | 732
Timing Repair Buffer | 111 | 1000
Fill cell | 3986 | 24100
Inverter | 33 | 128
Clock buffer | 8 | 146
Sequential cell | 340 | 8670
Multi-Input combinational cell | 1096 | 8460
worst register-to-register path, delay by kind of cell (launching register included):
| family | cells | cell delay (ns) |
|---|---|---|
| xor+xnor | 1 | 0.14 |
| flops | 1 | 0.41 |
| simple gates | 7 | 1.33 |
logic make-up (layout without fill, tap and decap cells):
family | Yosys count | after routing
AOI/OAI and AO/OA | 273 | 273
xor gates and xnor gates | 45 | 45
adders and majority gates | 32 | 32
buffers and inverters | 138 | 152
DFF | 340 | 340
muxes | 335 | 335
other | 2 | 9
and+or+nand+nor | 402 | 402
how the worst min path moves through the flow:
stage                 startpoint    endpoint  slack [ns]  cells past startpoint
after CTS             cd.cnt[24]  cd.cnt[24]        0.52                      2
after global routing  cd.cnt[24]  cd.cnt[24]        0.53                      2
final                 cd.cnt[24]  cd.cnt[24]        0.52                      2
per-stage QoR:
step	worst slack (ns)	instance area (um^2)
after detailed placement	3.16	19000
after floorplan	2.27	17700
after global routing	3.00	19100
after global placement	3.19	19000
after CTS	3.15	19100
final	3.12	19100
